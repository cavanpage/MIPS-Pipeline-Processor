--- flow/run.sh ---
#!/bin/bash
# OpenROAD 26Q1-2900-gdf79404cd8, Yosys 0.63+post, stock flow scripts
make -C /OpenROAD-flow-scripts/flow DESIGN_CONFIG=/design/flow/config.mk WORK_HOME=/design/flow/orfs finish
--- flow/config.mk ---
export PLATFORM = sky130hd
export DESIGN_NAME = registerfile
export DESIGN_NICKNAME = registerfile
export VERILOG_FILES = /design/flow/design.v
export SDC_FILE = /design/flow/constraint.sdc
export NUM_CORES = 4
export LEC_CHECK = 1
export CORE_UTILIZATION = 30
--- flow/constraint.sdc ---
current_design registerfile

set clk_period 8.5
set clk_io_pct 0.2

create_clock -name clk0 -period $clk_period [get_ports {clk}]

set non_clock_inputs [all_inputs -no_clocks]
set_input_delay [expr $clk_period * $clk_io_pct] -clock clk0 $non_clock_inputs
set_output_delay [expr $clk_period * $clk_io_pct] -clock clk0 [all_outputs]
--- flow/design.v ---
`timescale 1ns / 1ps
module registerfile #(parameter SIZE = 31, ADSIZE = 4)(
input clk, WE3,
input[ADSIZE:0] a1, a2, a3,
input[SIZE:0] WD3,
output[SIZE:0] RD1, RD2
    );
integer i;
reg [SIZE:0] mem[0:SIZE];
assign RD1 = mem[a1];
assign RD2 = mem[a2];
initial begin
	for(i = 0; i < 32; i = i +1)
		begin
			mem[i] = i;
		end  
end  
always @(negedge clk) begin 
	if(WE3)
		begin
			mem[a3] = WD3;
		end
end
endmodule
==> reports/results.txt <==
Status = finished clean
Worst Tran Pin Value = 0.872 ns
EDFF count, synth = 1024
Global-route wire length before repair = 225000 um
Die height = 405 um
Setup TNS = 0 ns
Distinct lib cells = 24
Layout Cells excl Fill = 6788
Critical path type = reg2out
Vias in the first global route = 37433
Syn. warnings = 1
Detail Placement HPWL = 88200 um
Worst Slack Setup Final = 0.0575 ns
Worst path arrival time = 6.74 ns
CP required = 6.80 ns
Crit Path Max Fanout = 2
WL/cell = 23.1 um
Largest net degree at the start of global routing = 93
DP Cell Count = 5559
Syn avg cell area = 14.4 um2
Core ar. = 161000 um2
Worst Hold Path EP = RD1[5]
Final Hold Viols = 0
Via/cell ratio = 5.08
Dominant cells by area after synthesis = edfxtp_1 63%, mux2i_1 21%, a22oi_1 3.0%, a22o_1 2.3%, nand3_1 2.0%
Ys flop type = edfxtp_1
Max reg flops = 1024
Syn-to-layout area delta = 25.8%
Final Max Tran Viols = 0
DRC = 0
H-tree levels = 3
Relative slew margins = 41.6%
Placed cell areas = 53200 um2
Reg clk slew, reported paths = 0.03 ns
Total tool warning count = 1028
Hold buffers post-CTS = 0
Synth Instances = 3387
RSZ-0062 raised after global routing = yes
Synth area leader = edfxtp_1
Port bufs = 112
GPL Wtd Cong = 0.894
FP Core Util = 30.3%
P per Cell Area = 224 nW/um2
Final Total Pwr = 0.0137 W
Pre-CTS WS = 0.272 ns
CTS tree = done
Postcts setup bufs = 0
Ys cells = 3387
Final setup violation count = 0
Total gr overflow = 0
CTS max path bufs = 3
Post-synth ARST share = 0%
#FFs+latches synth = 1024
DRT Wirelength = 156000 um
Area leader share = 63.1%
Critical Path End Type = output port
Detail Route Antenna Nets = 0
Antenna violations before repair = 2
Die X = 405 um
First-pass detailed-route iteration total = 7
Leak pwr = 26.3 nW
Top cells by count = 1024 x edfxtp_1, 1024 x mux2i_1, 195 x nand2_1
Hold crit path type = in2out
GRT Resource Usage Total = 19.9%
Num rows = 147
Finished Cell Area = 61300 um2
Worst IR drop on VDD = 0.000195 V
Violation count after the first detailed-route iteration = 2225
Chip Area = 164000 um2
Num CTS Buffers = 112
Startpoint class of the critical path = flop
Share of post-route cells with drive strength above 1 = 9.77%
Worst hold start = a1[1]
Seq/Total Area, Yosys = 63.1%
CTS Sinks = 1024
Cell depth of the worst min-delay path = 6
Synth Cell Area = 48800 um2
Ports = 113
Total number of vias = 34512
CTS root buf = clkbuf_16
Max-Cap Viols = 0
Yosys stat area = 48800 um2
==> kinds of logic (layout without fill, tap and decap cells) <==
kind of cell	Yosys count	count (layout)	share of synthesized area, %
DFF	1024	1024	63.1
and+or+nand+nor	509	509	4.72
buffers and inverters	254	1493	3.16
muxes	1024	1024	21.0
AOI/OAI and AO/OA	576	576	8.05
other	0	2	0
==> cell type report <==
type                    count  area (um2)
diodes                      2        5.00
well taps                2160        2700
multi-input cells        2109       17200
repair buffers            265        2950
clock inverters          1113        4880
flip-flops and latches   1024       30700
fillers                 14738       99600
clock buffers             115        2880
==> through the flow <==
| stage | util [%] | hold WS [ns] |
|---|---|---|
| 2_1_floorplan | - | 3.66 |
| 3_3_place_gp | 33.0 | 4.81 |
| 3_5_place_dp | 33.0 | 4.80 |
| 4_1_cts | 38.0 | 4.71 |
| 5_1_grt | 38.1 | 4.35 |
| 6_report | 38.1 | 4.33 |
==> where the power goes <==
group	internal, W	leakage (nW)	switching (W)	total, W
clock	0.00373	7.37	0.00324	0.00697
combinational	0.000408	9.67	0.000678	0.00109
sequential	0.00567	9.22	0.0000253	0.00569
==> worst max-delay path: stages (launching register included) <==
cell and delay, ns:
edfxtp_1 0.37, mux2i_1 0.17, a22o_1 0.18, nor3_2 0.06
a31oi_1 0.30, nand3_1 0.24, clkdlybuf4s50_1 0.46
==> layout by cell type, fill, tap and decap left out, types with 45 or more instances in the layout <==
| cell | count |
|---|---|
| a21oi_1 | 192 |
| mux2i_1 | 1024 |
| a31oi_1 | 45 |
| nand2_1 | 193 |
| clkdlybuf4s50_1 | 105 |
| clkbuf_16 | 115 |
| a22o_1 | 128 |
| buf_12 | 53 |
| inv_1 | 1045 |
| nand3_1 | 173 |
| buf_4 | 100 |
| a22oi_1 | 192 |
| edfxtp_1 | 1024 |
==> per-layer routing <==
metal,wire [um],track usage [%],vias up
li1,-,-,15710
met1,54800,21.7,16514
met2,74300,29.6,1985
met3,21200,13.4,299
met4,5980,9.58,4
met5,129,0.506,-
==> worst max path at each step <==
stage / startpoint / endpoint / slack, ns / cells past startpoint
4_1_cts: mem[2][5] / RD2[5] / 0.01 / 6
5_1_grt: mem[6][13] / RD2[13] / -0.04 / 6
6_report: mem[7][29] / RD2[29] / 0.06 / 6
==> repair_timing <==
action | CTS | global route
pin swaps | 1 | 8
resized | 46 | 29
setup endpoints to repair | 35 | 27
Power figures rest on the tool's default switching activity, not on a simulated workload.
