### flow/config.mk
export PLATFORM = sky130hd
export DESIGN_NAME = datamemory
export DESIGN_NICKNAME = datamemory
export VERILOG_FILES = /design/flow/design.v
export SDC_FILE = /design/flow/constraint.sdc
export NUM_CORES = 4
export LEC_CHECK = 1
export CORE_UTILIZATION = 30
### flow/constraint.sdc
current_design datamemory

set clk_period 30.4
set clk_io_pct 0.2

create_clock -name clk0 -period $clk_period [get_ports {clk}]

set non_clock_inputs [all_inputs -no_clocks]
set_input_delay [expr $clk_period * $clk_io_pct] -clock clk0 $non_clock_inputs
set_output_delay [expr $clk_period * $clk_io_pct] -clock clk0 [all_outputs]
### flow/design.v
`timescale 1ns / 1ps
module datamemory #(parameter CSIZE = 31)(
input clk,
input[CSIZE:0] A, WD,
input WE,
output reg[CSIZE:0] RD
    );
reg [CSIZE:0] mem[0:50];
integer i, j, f;
initial 
begin
	mem[0]  <= -1;
	mem[1]  <= -2;
	mem[2]  <=  3;
	mem[3]  <=  4;
	mem[4]  <= -5;
	mem[5]  <=  1;
	mem[6]  <=  0;
	mem[7]  <=  3;
	mem[8]  <=  4;
	mem[9]  <=  1;
	mem[10] <=  2;
	mem[11] <=  3;
	mem[12] <=  4;
	mem[13] <=  2;
	mem[14] <= -1;
	mem[15] <=  3;
	mem[16] <=  2;
	mem[17] <=  6;
	mem[18] <=  1;
	mem[19] <= -1;
	mem[20] <=  7;
	mem[21] <=  -5;
	mem[22] <=  -28;
	mem[23] <= 0;
	mem[24] <= 0;
	mem[25] <= 0;
	mem[26] <= 0;
	mem[27] <= 0;
	mem[28] <= 0;
	mem[29] <= 0;
	mem[30] <= 0;
	mem[31] <= 0;
	mem[32] <= 0;
	mem[33] <= 0;
	mem[34] <= 0;
	mem[35] <= 0;
	mem[36] <= 0;
	mem[37] <= 0;
	mem[38] <= 0;
	mem[39] <= 0;
	end  
always@ (posedge clk) begin  
	if(WE)begin
	 mem[A] <= WD;
	end
end  
always @*begin
	RD = mem[A];
end
endmodule
### flow/run.sh
#!/bin/bash
# OpenROAD 26Q1-2900-gdf79404cd8, Yosys 0.63+post, stock flow scripts
make -C /OpenROAD-flow-scripts/flow DESIGN_CONFIG=/design/flow/config.mk WORK_HOME=/design/flow/orfs finish
==> impl_metrics.yaml <==
# implementation run metrics
detailed_routing:
  routed_wl_um: 207000
  vias: 35500
  vias_per_cell: 5.51
  drt_iter0_drc: 2618
  ant_nets: 0
  drt-pass1-iter-count: 7
  drc: 0
  wl_per_cell_um: 32.1
pwr:
  p_sw_uw: 1030
  internal-power_uw: 3580
  clkPwrFrac: 0.402
  ir_drop_v: 0.0000599
  power_density_mw_per_mm2: 63.9
  switching_share: 0.224
  p_leak_uw: 0.0222
  power_uw: 4620
  power_frac_comb: 0.058
  power.sequential.fraction: 0.540
logic_synthesis:
  ys_cells: 3373
  netlist_instances: 3373
  yosys.cell_types.count: 66
  synth_flops: 1632
  synth_area_mm2: 0.0626
  synthFlopType: "edfxtp_1"
  synth-warning-count: 1
  syn_area_per_cell_um2: 18.6
  yosys_area_mm2: 0.0626
  edf_count: 1632
  async_flop_share: 0
  synth_seq_share: 0.783
sta:
  hold_violations: 0
  finalMaxSlewViolations: 0
  finalCritPeriodShare: 0.561
  fmax_mhz: 58.6
  min_period_ns: 17.05
  rsz0062_at_grt: "no"
  slew_headroom: 0.302
  setup-tns-final_ns: 0
  final-setup-viol-count: 0
  max_slew.worst_pin.slew_ns: 1.04
worst_setup_path:
  cp_max_fo: 73
  cp-endpoint: "RD[19]"
  path_buffers: 6
  arrival_ns: 10.97
  cp_top_family: "buffers and inverters"
  crit_chain: "buf_8, buf_12, buf_4, buf_4, nor2b_2, buf_4, a221o_1, o21ai_0, a311oi_1, or4b_1, clkdlybuf4s50_1"
  slowest_stage: "buf_4"
  worstSetupEndpointType: "output pin"
  setup.worst_path.class: "input pin to output pin"
  required_ns: 24.32
  critPathMaxStageDelay_ns: 0.69
  cp-start-kind: "input pin"
  cpMostUsedCell: "buf_4"
  worst-path-stages: 11
  critPathLaunch: "A[2]"
clock_network:
  cts.root.buffer_cell: "clkbuf_16"
  cts_hold_buf: 0
  numClockSinks: 1632
  cts_tree: "built"
  htree_levels: 4
  clk_pin_slew_ns: 0.06
  numCtsBuffers: 163
  clockBufferDepth: 3
  postCtsSetupBuffers: 0
  cts_resized: 0
floorplanning:
  die_w_um: 459
  num_io_pins: 98
  core-area_mm2: 0.207
  chip_area_mm2: 0.211
  initCoreUtil: 0.302
  fp-row-count: 167
  die_y_um: 459
cells_and_area:
  fin_util: 0.349
  fillers: 19200
  top_register: "mem"
  drive_gt1_frac: 0.189
  top_regs: "mem x1632"
  largest_reg_flops: 1632
  syn2layout_area_growth_pct: 15.5
global_route:
  track_usage: 0.210
  grt_max_degree: 86
  grt_pass1_wl_um: 287000
  grt_pass1_vias: 36800
  overflow: 0
  antenna_found_initial: 19
run_status:
  status: "completed"
min_path:
  min_path_type: "input pin to flip-flop"
place:
  dp_hpwl_um: 112000
  io_buffers: 71
  finalWeightedCongestion: 0.884
job:
  warnings: 52
  drv_cap: 0
## kinds of logic after synthesis
kind of cell | count (synthesis) | share of synthesized area
AND/OR/NAND/NOR | 383 | 0.0305
AND-OR/OR-AND | 763 | 0.0916
buffers and inverters | 242 | 0.0186
multiplexers | 353 | 0.0766
flip-flops | 1632 | 0.783
## per-stage QoR
| step | std cells | hold slack (ns) | instance area, um2 | setup slack [ns] |
|---|---|---|---|---|
| 2_1_floorplan | 3373 | 6.18 | 62600 | 16.53 |
| 3_3_place_gp | 6161 | 6.72 | 67400 | 13.32 |
| 3_5_place_dp | 6161 | 6.72 | 67400 | 13.34 |
| 4_1_cts | 6449 | 5.86 | 72300 | 13.32 |
| 5_1_grt | 6451 | 5.91 | 72300 | 13.12 |
| 6_report | 6455 | 5.91 | 72300 | 13.35 |
## power by group through the flow
stage	clock, uW	combinational [uW]	sequential, uW
finish	1860	268	2490
CTS	1880	266	2490
global route	1960	282	2490
## placed cells by master (no fill, tap or decap), types with 6 or more instances in the layout
master	instances
nor2_4	54
nand3_1	12
buf_2	9
o211ai_1	15
o22ai_1	60
clkinv_2	22
a221o_1	33
nand2_1	141
clkbuf_1	40
mux4_2	87
o21ai_0	85
o2bb2ai_1	20
buf_4	164
o221ai_1	7
nand4_1	19
a22o_1	33
clkdlybuf4s50_1	59
nand3b_1	26
a22oi_1	137
clkbuf_16	165
o22a_1	7
a21oi_1	80
a222oi_1	17
clkinv_1	41
or3b_2	11
a31oi_1	19
edfxtp_1	1632
a211oi_1	13
a221oi_1	203
nor2_1	33
nor3_1	17
nand2b_1	15
mux2i_1	137
mux2_2	123
diode_2	6
## worst min-delay path by stage
stage | start | to | slack (ns) | cells after the start
6_report | WD[24] | mem[30][24] | 5.91 | 2
5_1_grt | WD[24] | mem[34][24] | 5.91 | 2
4_1_cts | WD[24] | mem[7][24] | 5.86 | 2
## routing by layer
metal,global-route usage,routed length [um],vias up
li1,-,-,14500
met1,0.213,62000,17600
met2,0.301,93000,2934
met3,0.194,42500,480
met4,0.0675,8400,37
met5,0.0404,1020,-
## cell type report
type                       instances  area, um2  area share
multi-input combinational       1499      12900       0.179
clock inverter                    83        576     0.00796
sequential                      1632      49000       0.678
clock buffer                     205       4280      0.0592
inverter                           3       17.5    0.000242
antenna                            6       15.0    0.000208
tap                             2788       3490      0.0483
timing repair buffer             239       1990      0.0276
## cell usage after synthesis (all sizes together), types with 13 or more instances
| cell | instances | area share |
|---|---|---|
| nor2 | 88 | 0.0053 |
| buf | 159 | 0.014 |
| a211oi | 13 | 0.0016 |
| a22oi | 137 | 0.016 |
| nand3b | 26 | 0.0031 |
| mux2 | 129 | 0.023 |
| edfxtp | 1632 | 0.78 |
| nand4 | 19 | 0.0019 |
| o22ai | 60 | 0.0060 |
| clkbuf | 80 | 0.0048 |
| a31oi | 19 | 0.0019 |
| o2bb2ai | 20 | 0.0028 |
| a22o | 33 | 0.0046 |
| mux2i | 137 | 0.022 |
| a221o | 33 | 0.0053 |
| nand2b | 15 | 0.0015 |
| nand2 | 141 | 0.0085 |
| o21ai | 85 | 0.0068 |
| a221oi | 204 | 0.029 |
| mux4 | 87 | 0.031 |
| nor3 | 19 | 0.0015 |
| a222oi | 17 | 0.0027 |
| o211ai | 15 | 0.0018 |
| a21oi | 80 | 0.0064 |
No activity file was given, so power comes from the tool's default toggle rates.
